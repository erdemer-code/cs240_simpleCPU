File: flow/config.mk
export PLATFORM = sky130hd
export DESIGN_NAME = SimpleCPU
export DESIGN_NICKNAME = SimpleCPU
export VERILOG_FILES = /design/flow/design.v
export SDC_FILE = /design/flow/constraint.sdc
export NUM_CORES = 4
export LEC_CHECK = 1
export CORE_UTILIZATION = 50
File: flow/constraint.sdc
current_design SimpleCPU

set clk_period 15.1
set clk_io_pct 0.2

create_clock -name clk0 -period $clk_period [get_ports {clk}]

set non_clock_inputs [all_inputs -no_clocks]
set_input_delay [expr $clk_period * $clk_io_pct] -clock clk0 $non_clock_inputs
set_output_delay [expr $clk_period * $clk_io_pct] -clock clk0 [all_outputs]
File: flow/design.v
`timescale 1ns / 1ps
module SimpleCPU(clk, rst, data_fromRAM, wrEn, addr_toRAM, data_toRAM, pCounter);
parameter SIZE = 14;
input clk, rst;
input wire [31:0] data_fromRAM;
output reg wrEn;
output reg [SIZE-1:0] addr_toRAM;
output reg [31:0] data_toRAM;
output reg [SIZE-1:0] pCounter;
reg [SIZE-1:0] pCounterNext;
reg [ 3:0] opcode, opcodeNext;
reg [13:0] operand1, operand2, operand1Next, operand2Next;
reg [31:0] num1, num2, num1Next, num2Next;
reg [ 2:0] state, stateNext;
always @(posedge clk) begin
  state    <= #1 stateNext;
  pCounter <= #1 pCounterNext;
  opcode   <= #1 opcodeNext;
  operand1 <= #1 operand1Next;
  operand2 <= #1 operand2Next;
  num1     <= #1 num1Next;
  num2     <= #1 num2Next;
end
always @* begin
  stateNext    = state;
  pCounterNext = pCounter;
  opcodeNext   = opcode;
  operand1Next = operand1;
  operand2Next = operand2;
  num1Next     = num1;
  num2Next     = num2;
  addr_toRAM   = 0;
  wrEn         = 0;
  data_toRAM   = 0;
  if (rst) begin
    stateNext    = 0;
    pCounterNext = 0;
    opcodeNext   = 0;
    operand1Next = 0;
    operand2Next = 0;
    num1Next     = 0;
    num2Next     = 0;
    addr_toRAM   = 0;
    wrEn         = 0;
    data_toRAM   = 0;
  end else 
    case (state)
      0: begin          
        pCounterNext = pCounter;
        opcodeNext   = opcode;
        operand1Next = 0;
        operand2Next = 0;
        addr_toRAM   = pCounter;
        num1Next     = 0;
        num2Next     = 0;
        wrEn         = 0;
        data_toRAM   = 0;
        stateNext    = 1;
      end
      1: begin           
        pCounterNext = pCounter;
        opcodeNext   = data_fromRAM[31:28];
        operand1Next = data_fromRAM[27:14];
        operand2Next = data_fromRAM[13: 0];
        addr_toRAM   = data_fromRAM[27:14];
        num1Next     = 0;
        num2Next     = 0;
        wrEn         = 0;
        data_toRAM   = 0;
        stateNext = 2;
      end
      2: begin          
        pCounterNext = pCounter;
        opcodeNext   = opcode;
        operand1Next = operand1;
        operand2Next = operand2;
        addr_toRAM   = operand2;
        num1Next     = data_fromRAM;
        num2Next     = 0;
        wrEn         = 0;
        data_toRAM   = 0;
        if(opcode == 4'b1100)  
          stateNext = 5;
        else if(opcode == 4'b1101) begin  
          pCounterNext = data_fromRAM + operand2;
          stateNext = 0;
        end
        else if(opcode == 4'b1010 || opcode == 4'b1011)  
          stateNext = 4;
        else
          stateNext = 3;
      end
      3: begin          
        pCounterNext = pCounter + 1;
        opcodeNext = opcode;
        operand1Next = operand1;
        operand2Next = operand2;
        addr_toRAM = operand1;
        num1Next = num1;
        num2Next = data_fromRAM;
        wrEn = 1;
        if(opcode == 4'b0000)  
          data_toRAM = num1 + data_fromRAM;
        if(opcode == 4'b0001)  
          data_toRAM = num1 + operand2;
        if(opcode == 4'b0010)  
          data_toRAM = ~(num1 & data_fromRAM);
        if(opcode == 4'b0011)  
          data_toRAM = ~(num1 & operand2);
        if(opcode == 4'b0100) begin  
          if(data_fromRAM < 32)
            data_toRAM = num1 >> data_fromRAM;
          else
            data_toRAM = num1 << (data_fromRAM - 32);
        end
        if(opcode == 4'b0101) begin  
          if(operand2 < 32)
            data_toRAM = num1 >> operand2;
          else
            data_toRAM = num1 << (operand2- 32);
        end
        if(opcode == 4'b0110) begin  
          if(num1 < data_fromRAM)
            data_toRAM = 1;
          else
            data_toRAM = 0;
        end
        if(opcode == 4'b0111) begin  
          if(num1 < operand2)
            data_toRAM = 1;
          else
            data_toRAM = 0;
        end
        if(opcode == 4'b1000)  
          data_toRAM = data_fromRAM;
        if(opcode == 4'b1001)  
          data_toRAM = operand2;
        if(opcode == 4'b1110)  
          data_toRAM = num1 * data_fromRAM;
        if(opcode == 4'b1111)  
          data_toRAM = num1 * operand2;
        stateNext = 0;
      end
      4: begin
        pCounterNext = pCounter;
        opcodeNext = opcode;
        operand1Next = operand1;
        operand2Next = operand2;
        num1Next = num1;
        num2Next = data_fromRAM;
        wrEn = 0;
        if(opcode == 4'b1010) begin  
          addr_toRAM = data_fromRAM;
          stateNext = 6;
        end
        if(opcode == 4'b1011) begin  
          addr_toRAM = operand1;
          stateNext = 7;
        end
      end
      5: begin  
        opcodeNext   = opcode;
        operand1Next = operand1;
        operand2Next = operand2;
        addr_toRAM   = operand1;
        num1Next     = data_fromRAM;
        num2Next     = operand2;
        wrEn         = 0;
        if(data_fromRAM == 0)
          pCounterNext = num1;
        else
          pCounterNext = pCounter + 1;
        data_toRAM   = 32'hFFFF_FFFF;
        stateNext = 0;
      end
      6: begin  
        pCounterNext = pCounter + 1;
        opcodeNext = opcode;
        operand1Next = operand1;
        operand2Next = operand2;
        addr_toRAM = operand1;
        num1Next = num1;
        num2Next = data_fromRAM;
        wrEn = 1;
        data_toRAM = data_fromRAM;
        stateNext = 0;
      end
      7: begin  
        pCounterNext = pCounter + 1;
        opcodeNext = opcode;
        operand1Next = operand1;
        operand2Next = operand2;
        addr_toRAM = data_fromRAM;
        num1Next = data_fromRAM;
        wrEn = 1;
        num2Next = num2;
        data_toRAM = num2;
        stateNext = 0;
      end
      default: begin
        stateNext    = 0;
        pCounterNext = 0;
        opcodeNext   = 0;
        operand1Next = 0;
        operand2Next = 0;
        num1Next     = 0;
        num2Next     = 0;
        addr_toRAM   = 0;
        wrEn         = 0;
        data_toRAM   = 0;
      end
    endcase
end
endmodule
File: flow/run.sh
#!/bin/bash
# OpenROAD 26Q1-2900-gdf79404cd8, Yosys 0.63+post, stock flow scripts
make -C /OpenROAD-flow-scripts/flow DESIGN_CONFIG=/design/flow/config.mk WORK_HOME=/design/flow/orfs finish
==> summary.rpt <==
==== FLOW RESULTS ====
----------------------------------------------------
[Pwr]
  Clock network power share ........................ between 20% and 30%
  Internal portion of total power ........................ approximately 0.84 mW
  Lkg Pwr ........................ roughly 21 nW
  VDD IR-drop max ........................ roughly 0.000071 V
  Part of the total power dissipated in combinational logic ........................ between 50% and 60%
  Reg power frac ........................ between 20% and 30%
  Net Sw Power ........................ between 0.8 and 0.9 mW
  Power density over cell area ........................ 35.5 nW/µm²
  Fraction of power spent switching nets ........................ 49.3%
  Total Power Consumption ........................ 1.66 mW

[Clocking]
  Maximum root-to-sink buffer count ........................ 2
  Count of hold buffers inserted by post-cts repair ........................ 0
  Cts repair resizes ........................ 0
  Clock-pin slew on the worst setup and hold paths ........................ around 0.060 ns
  Clk sinks ........................ about 120
  Number of H-tree levels ........................ 4
  Worst-Skew Late Latency ........................ roughly 0.48 ns
  Setup bufs post-CTS ........................ 0
  Num CTS Buffers ........................ 17
  Clock tree from TritonCTS ........................ done
  Cell chosen for the clock root ........................ sky130_fd_sc_hd__clkbuf_16

[Drt]
  Number of violations reported at the end of detailed-routing iteration 0 ........................ 4,350
  Total wire length after detailed routing ........................ about 210,000 µm
  DR pass1 iterations ........................ 6
  Drt wl/cell ........................ between 30 and 40 µm
  Via-per-instance ratio ........................ about 6.4
  Vias ........................ 42,300
  Count of nets left with antenna violations after detail routing ........................ 0
  Post-route DRC violation count ........................ 0

[Global route]
  First-pass GRT wire length ........................ 303,000 µm
  Pin count of the biggest net entering global routing ........................ between 60 and 70
  Number of antenna violations at the first check in global routing ........................ 20
  Total routing resource utilization after global routing ........................ between 50% and 60%
  Via count of the first global-routing pass ........................ 42,700
  Overall overflow remaining after global route ........................ 0

[Die]
  Die ar. ........................ slightly below 90,000 µm²
  Floorplan die width ........................ 298 µm
  Ports placed on the boundary ........................ roughly 95
  Core Region ........................ between 80,000 and 90,000 µm²
  Die Y-Extent ........................ between 200 and 300 µm
  Initial Util ........................ about 50%
  Number of placement rows ........................ around 110

[Run status]
  Result of the run ........................ completed

[Timing]
  Setup repair after global routing missed its margin ........................ no
  Setup total negative slack ........................ 0 ns
  Worst hold margin ........................ approximately 0.46 ns
  Final Max-Slew Violation Tally ........................ 0
  Fin crit period ........................ approximately 15 ns
  Post-layout period usage ........................ a little over nine tenths
  Endpoints failing hold ........................ 0
  Actual transition at the worst max-transition pin ........................ between 1 and 1.5 ns
  Clock Skews ........................ 0.0190 ns
  Setup-violating endpoint count in the final report ........................ 0
  Normalized max-slew margin ........................ between 20% and 30%
  Highest attainable clock frequency ........................ about 0.068 GHz

[Synthesis]
  Top cell type's share of synthesized area ........................ a little under a third
  Tally of unique sky130hd cells used after synthesis ........................ around 100
  Largest cells by area ........................ sky130_fd_sc_hd__fa_1 31%, sky130_fd_sc_hd__ha_1 8.3%, sky130_fd_sc_hd__inv_1 6.1%
  Instance tally after logic synthesis ........................ around 5,500
  Number of enable-type register cells in the synthesized netlist ........................ 0
  Area of the mapped netlist ........................ around 44,000 µm²
  Yosys stat cell total ........................ 5,548
  Sequential share of the synthesized area ........................ under 10%
  Yosys top cell by area ........................ sky130_fd_sc_hd__fa_1
  Mean instance size in the synthesized netlist ........................ just under 8 µm²
  Yosys chip area ........................ about 44,000 µm²
  Register bit count reported by yosys ........................ ~120
  Most used DFF post-synth ........................ sky130_fd_sc_hd__dfxtp_1
  Fraction of registers with async set or reset after synthesis ........................ 0%
  Count of yosys warnings during synthesis ........................ 1

[Cells and area]
  Core Util, Final ........................ around 54%
  Fill cell count ........................ 8,316
  Most frequently placed logic cells in the final layout ........................ 720 x sky130_fd_sc_hd__inv_1, 692 x sky130_fd_sc_hd__nand2_1, 683 x sky130_fd_sc_hd__fa_1, 384 x sky130_fd_sc_hd__nor2_1, 378 x sky130_fd_sc_hd__and2_1
  Post-Layout Cell Count ........................ roughly 6,600
  Layout cells sized above 1 ........................ 6.63%
  Most instantiated logic cell after routing ........................ sky130_fd_sc_hd__inv_1
  Layout Area Growth over Synthesis ........................ 6.42%

[Critical path]
  Data arrival time at the worst-slack endpoint ........................ between 10 and 15 ns
  Worst Setup End Kind ........................ output pin
  Required time of the critical path ........................ 12.08 ns
  Critical path startpoint category ........................ primary input
  Slack of the worst reg-to-reg path ........................ 11.05 ns
  Worst setup path class ........................ primary input to output pin
  Highest fanout seen on the critical path ........................ 16

[Run]
  Total tool warning count ........................ between 70 and 80
  Max-capacitance violation count ........................ 0

[Placement]
  Last weighted congestion value of the routability-driven placer ........................ around 1.1
  Detailed Place HPWL ........................ around 160,000 µm
  Number of placed cells counting well taps ........................ approximately 6,600
  Number of input and output port buffers inserted ........................ 94

[Min path]
  Min-Delay Path Class ........................ flip-flop to flip-flop

----------------------------------------------------
through the flow:
stage	setup slack, ns	instance area (µm²)
6_report	0.376	46800
5_1_grt	0.0668	46800
4_1_cts	0.498	46800
3_5_place_dp	0.542	46200
3_3_place_gp	0.530	46200
2_1_floorplan	1.87	44000
final timing paths:
path                         start             end  cells after the start
setup / recovery  data_fromRAM[11]  data_toRAM[31]                     26
hold / removal         operand1[3]     operand1[3]                      2
hold reg to reg        operand1[3]     operand1[3]                      2
setup reg to reg       operand2[1]    pCounter[12]                     16
kinds of logic (layout without fill, tap and decap cells):
kind of cell	after synthesis	in the layout	share of synthesized area (%)
xor+xnor	207	207	4.12
fa+ha+maj	973	973	39.4
buf+inv	1156	1055	10.1
mux	175	175	5.05
other cells	0	7	0
flops	118	118	5.37
simple gates	1855	1855	20.0
compound gates	1064	1064	16.0
cell type report:
class / count / area (µm²) / share of cell area, %
tap: 1155 / 1450 / 3.09
antenna: 7 / 17.5 / 0.0375
sequential: 118 / 2390 / 5.12
inverter: 724 / 2720 / 5.81
multi-input combinational: 4274 / 37200 / 79.5
clock buffer: 20 / 457 / 0.976
clock inverter: 12 / 120 / 0.257
timing repair buffer: 299 / 2440 / 5.22
cell usage after synthesis (19+ instances only):
cell type,number
sky130_fd_sc_hd__nand2_1,692
sky130_fd_sc_hd__mux4_2,32
sky130_fd_sc_hd__nand2b_1,32
sky130_fd_sc_hd__a21o_1,31
sky130_fd_sc_hd__xor2_1,53
sky130_fd_sc_hd__a211oi_1,62
sky130_fd_sc_hd__nor3_1,115
sky130_fd_sc_hd__buf_2,26
sky130_fd_sc_hd__nor2_1,385
sky130_fd_sc_hd__o31ai_1,19
sky130_fd_sc_hd__nand3_1,84
sky130_fd_sc_hd__a21oi_1,325
sky130_fd_sc_hd__a31oi_1,43
sky130_fd_sc_hd__clkbuf_1,343
sky130_fd_sc_hd__or3_1,20
sky130_fd_sc_hd__o21a_1,24
sky130_fd_sc_hd__mux2i_1,129
sky130_fd_sc_hd__a22oi_1,74
sky130_fd_sc_hd__and2_1,378
sky130_fd_sc_hd__ha_1,290
sky130_fd_sc_hd__a221oi_1,64
sky130_fd_sc_hd__a221o_1,19
sky130_fd_sc_hd__dfxtp_1,118
sky130_fd_sc_hd__o211ai_1,26
sky130_fd_sc_hd__and3_1,26
sky130_fd_sc_hd__o21ai_0,166
sky130_fd_sc_hd__o22ai_1,41
sky130_fd_sc_hd__inv_1,720
sky130_fd_sc_hd__nor4_1,19
sky130_fd_sc_hd__nand4_1,26
sky130_fd_sc_hd__xnor2_1,154
sky130_fd_sc_hd__buf_1,50
sky130_fd_sc_hd__fa_1,683
sky130_fd_sc_hd__nor2b_1,29
sequential cells by signal (all words and copies together) (netlist names):
name and cells:
opcode 4, num1 32, state 8, operand2 14, pCounter 14, num2 32, operand1 14
layer usage:
layer  GRT usage, %  share of wire (%)  vias to the layer above
met2           68.6                 41                     2764
li1               -                  -                    18000
met5           1.06               0.13                        -
met1           68.1                 38                    20800
met3           24.1                 14                      645
met4           24.3                6.6                       24
power groups by stage:
stage         logic, mW  registers [mW]  clock network [mW]
CTS               0.850           0.340               0.432
global route      0.936           0.342               0.444
finish            0.888           0.342               0.431
worst max-delay path, cell delays in order:
cell and delay (ns):
sky130_fd_sc_hd__clkdlybuf4s50_1 0.95, sky130_fd_sc_hd__buf_4 0.43, sky130_fd_sc_hd__and2_1 0.18, sky130_fd_sc_hd__fa_1 0.53
sky130_fd_sc_hd__inv_1 0.05, sky130_fd_sc_hd__fa_1 0.46, sky130_fd_sc_hd__fa_1 0.57, sky130_fd_sc_hd__fa_1 0.45
sky130_fd_sc_hd__fa_1 0.54, sky130_fd_sc_hd__inv_1 0.05, sky130_fd_sc_hd__fa_1 0.44, sky130_fd_sc_hd__fa_1 0.51
sky130_fd_sc_hd__fa_1 0.41, sky130_fd_sc_hd__ha_1 0.36, sky130_fd_sc_hd__and4_1 0.25, sky130_fd_sc_hd__a21oi_1 0.13
sky130_fd_sc_hd__nand2_1 0.08, sky130_fd_sc_hd__or3_1 0.31, sky130_fd_sc_hd__o221ai_1 0.17, sky130_fd_sc_hd__buf_4 0.18
sky130_fd_sc_hd__o21ai_0 0.11, sky130_fd_sc_hd__xnor2_1 0.36, sky130_fd_sc_hd__nand2_1 0.15, sky130_fd_sc_hd__a311oi_1 0.25
sky130_fd_sc_hd__buf_4 0.18, sky130_fd_sc_hd__clkdlybuf4s50_1 0.56
No activity file was given, so power comes from the tool's default toggle rates.
